==> flow/design.v <==
`timescale 1ns / 1ps
module npc_32(
    input zero,
    input ifbeq,
    input ifj,
	 input ifjal,
	 input ifjr,
    input [31:0] pc,
    input [25:0] imm26,
	 input [31:0] rd1,
	 output reg [31:0] spc,
	 output reg [31:0]npc
    );
	always@(*)
	begin
		spc=pc+4;
		if(ifjal)
			begin
				npc<={pc[31:28],imm26,2'b00}; 
			end
		else	if(ifjr)
					npc<=rd1;
		else	if(ifbeq&&zero)
					npc<=pc+4+{14'b0,imm26[15:0],2'b00};
		else	if(ifj)
					npc<={pc[31:28],imm26,2'b00};
		else
			npc<=pc+4;
	end
endmodule
==> flow/run.sh <==
#!/bin/bash
# OpenROAD 26Q1-2900-gdf79404cd8, Yosys 0.63+post, stock flow scripts
make -C /OpenROAD-flow-scripts/flow DESIGN_CONFIG=/design/flow/config.mk WORK_HOME=/design/flow/orfs finish
==> flow/config.mk <==
export PLATFORM = sky130hd
export DESIGN_NAME = npc_32
export DESIGN_NICKNAME = npc_32
export VERILOG_FILES = /design/flow/design.v
export SDC_FILE = /design/flow/constraint.sdc
export NUM_CORES = 4
export LEC_CHECK = 1
export CORE_UTILIZATION = 50
==> flow/constraint.sdc <==
current_design npc_32

set clk_period 9.8
set clk_io_pct 0.2

create_clock -name clk0 -period $clk_period

set non_clock_inputs [all_inputs -no_clocks]
set_input_delay [expr $clk_period * $clk_io_pct] -clock clk0 $non_clock_inputs
set_output_delay [expr $clk_period * $clk_io_pct] -clock clk0 [all_outputs]
==> run summary <==
Summary of implementation figures.

Final timing
Setup slack closes at 1.663 ns. Setup repair after global routing left no endpoint under its margin. The relative slew slack is 53.16%. For the finished layout, the period the worst path requires is 8.137 ns. Post-route period utilization is reported as 83.03%. For reference, the final report shows the max-slew violation count at 0.

In the final timing run, aggregate negative setup slack is 0 ns. The final count of hold timing violations is 0. At the pin with the least slew margin, the transition time is 0.6962 ns. The count of endpoints failing setup in the final report is 0.

For this run, the top clock speed supported by timing is 122.9 MHz.

Setup path
The critical path endpoint has a required time of 7.84 ns. Counting both buffers and inverters, the worst setup path holds a total of 2. The report shows a maximum critical-path fanout of 6.

The critical path goes through clkdlybuf4s50_1 > ha_1 > and3_1 > nand4_4 > nor2_1 > xor2_1 > ha_1 > o21a_1 > o221a_2 > a21boi_0 > o21ai_0 > nor3_1 > a211o_1 > a21oi_2 > clkdlybuf4s50_1. By startpoint and endpoint, the worst setup path is classified as primary input to output pin. The cell at the slowest stage of the critical path is clkdlybuf4s50_1. The data arrival time of the critical path is 6.18 ns. The kind of launch point of the worst setup path is a primary input. The delay of the slowest cell on the worst path is 0.57 ns. The kind of cell with the highest combined delay on the critical path is AND-OR/OR-AND gates. The kind of end point of the critical path is an output pin.

Floorplan
Pin placement for this block handled 159 I/O pins. The floorplan die area is 6489 sq um. The die is 80.56 um wide. The floorplan row count is 28. In this run the standard cell core region covers 5921 sq um. In the floorplan report the effective utilization is 52.11%. The vertical die dimension reported for this design is 80.56 um.

Layout
Counting the fill cells in the layout gives 439. The number of sequential cells is 0. The count of cells in the finished layout, fillers not included, comes to 679.

The layout has 0 clock buffers. The top cell type in the final layout, fill and taps aside, is clkdlybuf4s50_1. Leaving out fill and tap cells, the most frequent cells in the layout are clkdlybuf4s50_1 (159), nand2_1 (49), o21ai_0 (47), a21oi_1 (34), nor2_1 (31). Per the final layout report, the fraction of cells sized above drive strength 1 comes to 5.464%. The sequential cells in the finished layout cover a total of 0 sq um. The area growth from synthesis to layout is 49.84%.

Synthesis
The area fraction of the largest cell type after synthesis is 7.624%. Synthesis instantiated 73 different standard cells from the library. The synthesized cell area is 3085 sq um. The average instance area after synthesis is 6.565 sq um.

Of the synthesized area, sequential elements account for 0%. The warning tally printed by Yosys for this design is 1. The total cells reported by yosys after synthesis is 470. The chip area in the Yosys report is 3085 sq um.

In the synthesized netlist, the number of instances is 470. The cell type that accounts for the most area after synthesis is o21ai_0. By area the synthesized netlist is led by o21ai_0 (7.6%), ha_1 (7.3%), xnor2_1 (6.8%).

Drt
According to the report, the first pass of detailed routing completed in 5 iterations. The DRC violation total left in the routed layout is recorded as 0. Using the TritonRoute via totals, the vias-per-cell ratio works out to 6.255. TritonRoute output was used to compute an average wire per cell of 17.16 um. The number of diodes is 0. The detailed router finished its first iteration with 319 violations.

The final layout contains routed wiring with a total length of 11660 um. The count of vias placed by the detailed router is 4247. The residual antenna-violating net count after detailed routing is 0.

Place
The placer congestion estimate is 0.9815. The post-place setup slack is 1.757 ns. The count of buffers added on input and output ports is 159. The post-placement cell count is 679. The placed wire-length estimate after detailed placement is 9303 um.

Run status
The run finished with clean final reports.

Hold path
Note that the worst hold path type here is primary input to output pin.

Global routing
Summed over all routing layers, the global router reports a total usage of 35.79%. The number of antenna violations at the first check in global routing was 0. The remaining global-route overflow is 0. The maximum number of pins on one net before global-route repair is 43. The via count of the first global-routing pass is 3714.

The first-pass GRT wire length is 18150 um.

Clocking
The buffer count from post-CTS setup fixing is 0. In this run, post-CTS hold repair placed 0 buffers. The count of instances resized after the clock tree is built is 0.

Power
Total power normalized to cell area comes to 48.58 nW/um^2. The maximum resistive drop on vdd is 0.03755 mV. The analysis attributes to cell leakage a power of 1.775 nW.

Run
The max-cap violation count is 0. In this run the tools logged warnings totalling 34.
area by class of cell:
cell class | instances | area, sq um | share of cell area (%)
multi-input combinational | 424 | 2840 | 61.43
timing repair buffer | 164 | 1629 | 35.24
tap | 75 | 93.84 | 2.030
inverter | 16 | 60.06 | 1.299
cells in the mapped netlist, drive strengths merged (4+ instances only):
library cell and count:
nand3 19, o31ai 4, a21o 10, a31oi 8
ha 18, o22ai 15, clkbuf 21, and3 10
mux2i 10, xor2 14, nand2b 8, nand2 50
o21a 4, o211ai 17, or2 5, buf 9
and2 4, nor3 18, inv 16, nand4 12
a21oi 35, a22oi 5, nor4 7, nor2 32
o21ai 47, xnor2 25
power breakdown:
part	internal, mW	switching (mW)
Clock	0	0
Sequential	0	0
Combinational	0.122	0.103
stage by stage:
step / util (%) / hold slack, ns / power (mW) / instance area [sq um]
after floorplan: - / 3.940 / 0.1125 / 3085
after global placement: 78.09 / 4.770 / 0.2182 / 4623
after detailed placement: 78.09 / 4.776 / 0.2204 / 4623
after CTS: 78.09 / 4.776 / 0.2219 / 4623
after global routing: 78.09 / 4.794 / 0.2450 / 4623
final: 78.09 / 4.767 / 0.2246 / 4623
routing by layer:
metal	track usage, %	vias up	part of all wire, %
met4	4.643	0	1.2
met2	56.19	251	43
met3	3.345	20	11
li1	-	2061	-
met5	0	-	0
met1	53.79	1915	45
logic make-up (layout without fill, tap and decap cells):
logic type / Yosys count / after routing / synth area share, %
xor gates and xnor gates: 39 / 39 / 11.31
adders and majority gates: 19 / 19 / 7.948
AOI/OAI and AO/OA: 180 / 180 / 38.12
buffers and inverters: 46 / 180 / 7.948
and+or+nand+nor: 176 / 176 / 31.43
muxes: 10 / 10 / 3.244
final timing paths:
check | from | endpoint | depth (start not counted) | slack (ns)
setup / recovery | pc[2] | npc[31] | 15 | 1.66
hold / removal | pc[0] | spc[0] | 2 | 4.77
Power is estimated from default activity; no workload was simulated.
