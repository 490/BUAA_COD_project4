==> /design/flow/design.v <==
`timescale 1ns / 1ps
module gpr(
    input clk,
    input [4:0] a1,
    input [4:0] a2,
    input [4:0] a3,
    input gpr_we,
    input [31:0] wd,
    output [31:0] rd1,
    output [31:0] rd2
    );
	reg [31:0] register [31:0];
	integer i;
	initial
	begin
		for(i=0;i<33;i=i+1)
			register[i]<=32'b0;
	end
	always@(posedge clk)
	begin
		if(gpr_we)
			register[a3]<=wd;
	end
	assign rd1=register[a1];
	assign rd2=register[a2];
endmodule
==> /design/flow/run.sh <==
#!/bin/bash
# OpenROAD 26Q1-2900-gdf79404cd8, Yosys 0.63+post, stock flow scripts
make -C /OpenROAD-flow-scripts/flow DESIGN_CONFIG=/design/flow/config.mk WORK_HOME=/design/flow/orfs finish
==> /design/flow/config.mk <==
export PLATFORM = sky130hd
export DESIGN_NAME = gpr
export DESIGN_NICKNAME = gpr
export VERILOG_FILES = /design/flow/design.v
export SDC_FILE = /design/flow/constraint.sdc
export NUM_CORES = 4
export LEC_CHECK = 1
export CORE_UTILIZATION = 50
==> /design/flow/constraint.sdc <==
current_design gpr

set clk_period 6.4
set clk_io_pct 0.2

create_clock -name clk0 -period $clk_period [get_ports {clk}]

set non_clock_inputs [all_inputs -no_clocks]
set_input_delay [expr $clk_period * $clk_io_pct] -clock clk0 $non_clock_inputs
set_output_delay [expr $clk_period * $clk_io_pct] -clock clk0 [all_outputs]
==> qor.csv <==
stage;metric;value;unit
synth;warning count from the yosys run;1;
finish;top flop regs;register x1024;
detailed_routing;Initial DRT Pass Iterations;8;
final_timing;Final Cycle Share;86.7;%
worst_setup_path;CP Data Required Time;5.12;ns
clock_tree;CTS Hold Bufs;0;
detailed_routing;DRT Wirelength;156000;µm
worst_setup_path;crit path DAT;4.27;ns
detailed_routing;# DRC;0;
clock_tree;clock buffer depth;3;
global_route;vias in the first global route;32900;
clock_tree;CTS tree;yes;
place;PortBufs;112;
worst_setup_path;crit start category;input pin;
finish;Area Growth Syn to Fin;13.2;%
die;chip area;0.0988;mm²
detailed_routing;Detailed Route Iter0 Violations;2293;
pwr;LEAKAGE;20.4;nW
worst_setup_path;cell family with most CP delay;buffers and inverters;
hold_path;hold crit path type;input pin to register;
final_timing;Setup-failing EPs final;0;
global_route;first-pass GRT wire length;222000;µm
finish;layout cells sized above 1;10.2;%
finish;fillers;7274;
detailed_routing;vias per cell;6.45;
clock_tree;Setup Buffers After CTS;0;
die;I/O pins;113;
worst_setup_path;critical path fanouts, max;42;
final_timing;RSZ-0062 raised after global routing;false;
run_status;outcome;completed;
synth;Post-Syn Instances;3386;
finish;logic area;0.0168;mm²
clock_tree;post-CTS sizing;0;
synth;Netlist cell types;23;
clock_tree;CTS Sinks;1024;
detailed_routing;WL/cell;31.9;µm
synth;register share after synthesis;63.0;%
synth;post-synthesis chip area from yosys;0.0488;mm²
synth;Synth Area per Inst;14.4;µm²
global_route;largest net degree at the start of global routing;79;
die;num rows;114;
global_route;GRT Total Usage;34.7;%
clock_tree;Root Driver;clkbuf_16;
final_timing;Hold Fails Final Rpt;0;
final_timing;Worst Tran Pin Value;1.04;ns
place;hpwl dp;87500;µm
finish;most frequent cells in the layout;mux2i_1, edfxtp_1, nand3_1, nand2_1;
die;area of the core;0.0967;mm²
synth;synthesized area;0.0488;mm²
detailed_routing;Final ANT Viol Nets;0;
worst_setup_path;CP Capture Type;output pin;
worst_setup_path;slowest cell delay on critical path;0.65;ns
finish;Largest register FFs;1024;
finish;Most flops, register;register;
place;placed cells;4684;
clock_tree;Num CTS Buffers;110;
pwr;peak supply drop;0.000207;V
worst_setup_path;Bufs and invs on worst path;3;
final_timing;Slew Viols, Final;0;
clock_tree;Clk pin slew, worst setup/hold paths;0.06;ns
worst_setup_path;critical-path cell list;clkdlybuf4s50_1, nor2b_4, buf_12, a22o_1, nor3_1, a31oi_1, nand3_1, clkdlybuf4s50_1;
place;global placement routability congestion;0.903;
worst_setup_path;critical path class;input pin to output pin;
worst_setup_path;cell mode on critical path;clkdlybuf4s50_1;
die;Die Wd;314;µm
synth;ys flops;1024;
run;number of logged tool warnings;26;
final_timing;min cycle time layout;5.55;ns
final_timing;Hold Slack;1.41;ns
detailed_routing;vias;31600;
clock_tree;htree depth;3;
global_route;global route overflow;0;
global_route;antenna violations before repair;4;
finish;Non-Filler Instances;4891;
final_timing;Setup TNS;0;ns
synth;# Cells Yosys;3386;
finish;Register Area;0.0307;mm²
pwr;Cell Pwr Density;269;mW/mm²
die;Die Span Y;314;µm
run;max cap viols;0;
final_timing;Achievable Freq;180;MHz
final_timing;Worst slew margin;30.6;%
worst_setup_path;crit path max-delay cell type;nor2b_4;
die;FP Core Util;50.5;%
## cell usage after synthesis
cell,instances,area [µm²]
a21oi_1,192,961
a22o_1,128,1120
a22oi_1,192,1440
a31oi_1,64,400
and2_1,2,12.5
buf_1,1,3.75
buf_2,70,350
buf_4,47,353
buf_6,45,507
clkbuf_1,86,323
clkbuf_4,4,30.0
edfxtp_1,1024,30700
mux2i_1,1024,10200
nand2_1,195,732
nand2b_1,4,25.0
nand3_1,194,971
nand3b_1,5,37.5
nor2_1,35,131
nor2b_1,4,25.0
nor3_1,64,320
or2_2,2,12.5
or3_1,1,6.26
or3b_2,3,26.3
## per-stage QoR
stage | util, % | total power, mW | setup WS (ns) | area [µm²]
finish | 57.1 | 14.9 | 0.848 | 55200
detailed placement | 53.7 | 9.04 | 0.877 | 51900
global route | 57.1 | 15.3 | 0.789 | 55200
floorplan | - | 8.40 | 2.69 | 48800
CTS | 57.1 | 14.9 | 0.876 | 55200
global placement | 53.7 | 9.02 | 0.878 | 51900
## kinds of logic after synthesis
family / Yosys count / synth area share, %
flops: 1024 / 63.0
mux: 1024 / 21.0
compound gates: 576 / 8.04
buf+inv: 253 / 3.21
simple gates: 509 / 4.71
## report_power, final
group / switching, mW / internal [mW]
clock: 2.58 / 3.36
combinational: 0.880 / 0.540
sequential: 0.0326 / 7.46
## cell type report
| cell class | instances | share of cell area [%] |
|---|---|---|
| clock buffers | 131 | 5.16 |
| well taps | 1276 | 2.89 |
| clock inverters | 73 | 0.881 |
| diodes | 3 | 0.0136 |
| multi-input cells | 2109 | 30.4 |
| flip-flops and latches | 1024 | 55.7 |
| repair buffers | 275 | 5.01 |
## path summary, 6_finish.rpt
check | startpoint | to | slack [ns] | cells past startpoint
max | a2[0] | rd2[14] | 0.85 | 8
min | wd[3] | register[25][3]$_DFFE_PP_ | 1.41 | 2
## per-layer routing
metal	global-route usage, %	share of wire (%)	routed length (µm)	vias to the layer above
met5	1.45	0.11	177	-
met4	9.79	3.9	6050	9
met3	25.3	17	26900	365
met2	48.1	44	68900	2134
met1	45.3	35	53800	15300
li1	-	-	-	13700
Power figures rest on the tool's default switching activity, not on a simulated workload.
